`/design/flow/design.v`:
```
module LightControl(input wire clk,        
                    input wire rst,        
                    output wire [2:0] lights);   
    typedef enum logic [2:0] {
        LC,  
        LB,  
        LA,  
        RA,  
        RB,  
        RC   
    } State;
    State current_state;
    State next_state;
    parameter TURN_SEQUENCE_TIME = 2'd2;
    always_ff @(posedge clk or posedge rst) begin
        if (rst) begin
            current_state <= LC;   
        end else begin
            current_state <= next_state;
        end
    end
    always_ff @(posedge clk or posedge rst) begin
        if (rst) begin
            next_state <= LC;   
        end else begin
            case (current_state)
                LC: next_state <= LB;   
                LB: next_state <= LA;   
                LA: next_state <= RA;   
                RA: next_state <= RB;   
                RB: next_state <= RC;   
                RC: next_state <= LC;   
            endcase
        end
    end
    assign lights = (current_state == LC) ? 3'b001 :   
                   (current_state == LB) ? 3'b010 :   
                   (current_state == LA) ? 3'b100 :   
                   (current_state == RA) ? 3'b001 :   
                   (current_state == RB) ? 3'b010 :   
                   (current_state == RC) ? 3'b100 :   
                   3'b000;   
endmodule
```
`/design/flow/run.sh`:
```
#!/bin/bash
# OpenROAD 26Q1-2900-gdf79404cd8, Yosys 0.63+post, stock flow scripts
make -C /OpenROAD-flow-scripts/flow DESIGN_CONFIG=/design/flow/config.mk WORK_HOME=/design/flow/orfs finish
```
`/design/flow/config.mk`:
```
export PLATFORM = sky130hd
export DESIGN_NAME = LightControl
export DESIGN_NICKNAME = LightControl
export VERILOG_FILES = /design/flow/design.v
export SDC_FILE = /design/flow/constraint.sdc
export NUM_CORES = 4
export LEC_CHECK = 1
export CORE_AREA = 10 10 70 70
export DIE_AREA = 0 0 80 80
```
`/design/flow/constraint.sdc`:
```
current_design LightControl

set clk_period 1.5
set clk_io_pct 0.2

create_clock -name clk0 -period $clk_period [get_ports {clk}]

set non_clock_inputs [all_inputs -no_clocks]
set_input_delay [expr $clk_period * $clk_io_pct] -clock clk0 $non_clock_inputs
set_output_delay [expr $clk_period * $clk_io_pct] -clock clk0 [all_outputs]
```
==> out/metrics.csv <==
metric,value,unit
ys_seq_share,61.5,%
wirelength,521,µm
placementRows,21,
layout-drive-gt1-share,41.2,%
reg2reg_slack,0.42,ns
tightest_slew,0.219,ns
gp_congestion,0.719,
timing.rr.end,next_state[1],
die_w,80,µm
yosysWarningCount,1,
peakVddDrop,0.195,mV
edf_count,0,
setup_violations,1,
crit_start,current_state[1],
cts_tree,done,
tool_warnings,27,
async_reset_ff_share,100,%
hold_violations,0,
dieHeight,80,µm
cts_buffers,3,
status,"finished, violations left",
placed_area,379,µm²
reg2reg_from,current_state[1],
grt.total_usage,1.81,%
crit_type,register to primary output,
synth.avg_cell_area,11.6,µm²
htreeDepth,1,
ys.flops,6,
yosys.area.top_type_share,61.5,%
critPathLaunchType,register,
yosysMostFrequentCell,dfrtp_1,
clockRootBuffer,clkbuf_4,
fmaxAchievable,658,MHz
grt_max_degree,7,
post-route-min-period,1.52,ns
synth_top_cell_by_area,dfrtp_1,
synth.area.top_cells,"dfrtp_1 (62%), inv_1 (6.2%), o221a_2 (4.6%), mux2i_1 (4.1%), o2bb2ai_1 (3.6%)",
cts.sinks,6,
boundaryPins,5,
drv_cap,0,
grt_pass1_wl,897,µm
first_iter_violations,5,
violations,setup timing,
critPathBufInv,2,
crit_path_max_incr_delay,0.34,ns
overflow,0,
ant_nets,0,
finalCritPeriodShare,101,%
clockBufferDepth,2,
finalInstanceArea,413,µm²
crit_slowest_cell,dfrtp_1,
power_density,761,nW/µm²
logic_area,93.8,µm²
worst_ep_required_time,1.20,ns
firstDrtPassIters,2,
critical_path.top_delay_family,flip-flops,
worstHoldPathType,primary input to asynchronous set/reset pin,
yosys-top-cells-count,"dfrtp_1 (6), inv_1 (4), nor2_1 (2)",
via_count,179,
worst-r2r-cell-count,4,
chipArea,6400,µm²
fp_util,7.14,%
crit_fanout,2,
synth_cell_types,12,
viasPerCell,2.24,
finalWorstSetupSlack,-0.0189,ns
slew_viol_final,0,
io_buffers,4,
regArea,150,µm²
clk_latency,0.24,ns
fillers,397,
clkTransAtPathRegs,0.05,ns
rsz0062_at_grt,true,
netlist_area,244,µm²
critPathArrivalTime,1.22,ns
route.detailed.drc,0,
synth_chip_area,244,µm²
antenna_found_initial,0,
hpwlAfterDp,406,µm
worst-path-stages,4,
holdWs,0.269,ns
grt_pass1_vias,211,
endpoint,lights[2],
syn_inst,21,
ff_type,dfrtp_1,
finalClockSkew,0.00891,ns
p_leak,0.189,nW
yosysCellCount,21,
max_slew_margin,85.4,%
ctsHoldBuffers,0,
wire_per_inst,6.51,µm
worst_setup_path_end_kind,primary output,
num_antenna_cells,0,
syn_to_final_growth,69.2,%
core-area,3420,µm²
cp_cell_sequence,buf_4 > or3b_1 > o21ai_1 > buf_2,
==> worst min path at each step <==
stage | startpoint | end | slack, ns | cells past startpoint
after CTS | rst | next_state[0] | 0.27 | 2
after global routing | rst | next_state[0] | 0.29 | 2
final | rst | next_state[0] | 0.27 | 2
==> layout by cell type, fill, tap and decap left out, drive strengths merged <==
| cell | netlist | final |
|---|---|---|
| buf | 0 | 8 |
| dfrtp | 6 | 6 |
| inv | 4 | 4 |
| clkbuf | 0 | 3 |
| nor2 | 2 | 2 |
| nand2 | 1 | 1 |
| mux2i | 1 | 1 |
| xnor2 | 1 | 1 |
| xor2 | 1 | 1 |
| nand2b | 1 | 1 |
| or3b | 1 | 1 |
| o21ai | 1 | 1 |
| o221a | 1 | 1 |
| o2bb2ai | 1 | 1 |
| clkdlybuf4s50 | 0 | 1 |
| dlygate4sd2 | 0 | 1 |
==> power by group <==
group          internal (mW)  switching [mW]  leakage [nW]
logic                0.00244         0.00317        0.0910
clock network         0.0903          0.0558        0.0138
registers              0.162               0        0.0845
==> layer usage <==
metal	vias up	part of all wire (%)	GRT usage, %	routed length [µm]
li1	92	-	-	-
met1	80	58	2.35	304
met2	7	28	1.93	144
met3	0	14	2.05	72
met4	0	0	0.176	0
met5	-	0	0	0
==> stage by stage <==
| stage | setup slack (ns) | power [mW] | setup TNS (ns) | std cells | utilization, % |
|---|---|---|---|---|---|
| 3_3_place_gp | -0.0777 | 0.170 | -0.0937 | 76 | 11.1 |
| 3_5_place_dp | -0.114 | 0.171 | -0.163 | 76 | 11.1 |
| 5_1_grt | -0.0826 | 0.332 | -0.127 | 80 | 12.1 |
| 4_1_cts | -0.0362 | 0.321 | -0.0362 | 80 | 11.9 |
| 6_report | -0.0189 | 0.314 | -0.0189 | 80 | 12.1 |
| 2_1_floorplan | 0.392 | 0.167 | 0 | 21 | - |
==> state kept, by name, indices dropped and copies added (netlist names) <==
signal	cells
current_state	3
next_state	3
==> logic make-up after synthesis <==
family / after synthesis / synth area share [%]
xor+xnor: 2 / 7.18
simple gates: 5 / 10.8
mux: 1 / 4.10
buf+inv: 4 / 6.15
flops: 6 / 61.5
compound gates: 3 / 10.3
==> what timing repair did <==
action	CTS	global route
buffers inserted	1	0
resized	9	1
pin swaps	1	1
gates cloned	0	0
endpoints found under the setup margin	3	3
hold endpoints to repair	0	0
==> final cells by class <==
type	count	share of cell area [%]
Clock buffer	3	5.45
Timing Repair Buffer	10	17.9
Inverter	4	3.64
Multi-Input combinational cell	11	22.7
Tap cell	46	13.9
Sequential cell	6	36.4
No activity file was given, so power comes from the tool's default toggle rates.
